$ cat design/flow/run.sh
#!/bin/bash
# OpenROAD 26Q1-2900-gdf79404cd8, Yosys 0.63+post, stock flow scripts
make -C /OpenROAD-flow-scripts/flow DESIGN_CONFIG=/design/flow/config.mk WORK_HOME=/design/flow/orfs finish
$ cat design/flow/config.mk
export PLATFORM = sky130hd
export DESIGN_NAME = DM
export DESIGN_NICKNAME = DM
export VERILOG_FILES = /design/flow/design.v
export SDC_FILE = /design/flow/constraint.sdc
export NUM_CORES = 4
export LEC_CHECK = 1
export CORE_UTILIZATION = 50
$ cat design/flow/constraint.sdc
current_design DM

set clk_period 11.7
set clk_io_pct 0.2

create_clock -name clk0 -period $clk_period [get_ports {clk}]

set non_clock_inputs [all_inputs -no_clocks]
set_input_delay [expr $clk_period * $clk_io_pct] -clock clk0 $non_clock_inputs
set_output_delay [expr $clk_period * $clk_io_pct] -clock clk0 [all_outputs]
$ cat design/flow/design.v
module D_ff_DM(input clk, input reset, input MemWr, input MemWrComp, input start, input in, output reg D_out);
	always@(negedge clk)
		begin
		if(reset==1)
			D_out=start;
		else
			if(MemWr==1||MemWrComp==1)
				D_out=in;
		end
endmodule
module Register_DM(input clk, input reset, input MemWr, input MemWrComp, input[31:0] start, input[31:0] in,
				output[31:0] RegOut);
	D_ff_DM D_00(clk, reset, MemWr, MemWrComp, start[0], in[0], RegOut[0]);
	D_ff_DM D_01(clk, reset, MemWr, MemWrComp, start[1], in[1], RegOut[1]);
	D_ff_DM D_02(clk, reset, MemWr, MemWrComp, start[2], in[2], RegOut[2]);
	D_ff_DM D_03(clk, reset, MemWr, MemWrComp, start[3], in[3], RegOut[3]);
	D_ff_DM D_04(clk, reset, MemWr, MemWrComp, start[4], in[4], RegOut[4]);
	D_ff_DM D_05(clk, reset, MemWr, MemWrComp, start[5], in[5], RegOut[5]);
	D_ff_DM D_06(clk, reset, MemWr, MemWrComp, start[6], in[6], RegOut[6]);
	D_ff_DM D_07(clk, reset, MemWr, MemWrComp, start[7], in[7], RegOut[7]);
	D_ff_DM D_08(clk, reset, MemWr, MemWrComp, start[8], in[8], RegOut[8]);
	D_ff_DM D_09(clk, reset, MemWr, MemWrComp, start[9], in[9], RegOut[9]);
	D_ff_DM D_10(clk, reset, MemWr, MemWrComp, start[10], in[10], RegOut[10]);
	D_ff_DM D_11(clk, reset, MemWr, MemWrComp, start[11], in[11], RegOut[11]);
	D_ff_DM D_12(clk, reset, MemWr, MemWrComp, start[12], in[12], RegOut[12]);
	D_ff_DM D_13(clk, reset, MemWr, MemWrComp, start[13], in[13], RegOut[13]);
	D_ff_DM D_14(clk, reset, MemWr, MemWrComp, start[14], in[14], RegOut[14]);
	D_ff_DM D_15(clk, reset, MemWr, MemWrComp, start[15], in[15], RegOut[15]);
	D_ff_DM D_16(clk, reset, MemWr, MemWrComp, start[16], in[16], RegOut[16]);
	D_ff_DM D_17(clk, reset, MemWr, MemWrComp, start[17], in[17], RegOut[17]);
	D_ff_DM D_18(clk, reset, MemWr, MemWrComp, start[18], in[18], RegOut[18]);
	D_ff_DM D_19(clk, reset, MemWr, MemWrComp, start[19], in[19], RegOut[19]);
	D_ff_DM D_20(clk, reset, MemWr, MemWrComp, start[20], in[20], RegOut[20]);
	D_ff_DM D_21(clk, reset, MemWr, MemWrComp, start[21], in[11], RegOut[21]);
	D_ff_DM D_22(clk, reset, MemWr, MemWrComp, start[22], in[22], RegOut[22]);
	D_ff_DM D_23(clk, reset, MemWr, MemWrComp, start[23], in[23], RegOut[23]);
	D_ff_DM D_24(clk, reset, MemWr, MemWrComp, start[24], in[24], RegOut[24]);
	D_ff_DM D_25(clk, reset, MemWr, MemWrComp, start[25], in[25], RegOut[25]);
	D_ff_DM D_26(clk, reset, MemWr, MemWrComp, start[26], in[26], RegOut[26]);
	D_ff_DM D_27(clk, reset, MemWr, MemWrComp, start[27], in[27], RegOut[27]);
	D_ff_DM D_28(clk, reset, MemWr, MemWrComp, start[28], in[28], RegOut[28]);
	D_ff_DM D_29(clk, reset, MemWr, MemWrComp, start[29], in[29], RegOut[29]);
	D_ff_DM D_30(clk, reset, MemWr, MemWrComp, start[30], in[30], RegOut[30]);
	D_ff_DM D_31(clk, reset, MemWr, MemWrComp, start[31], in[31], RegOut[31]);
endmodule
module Mux16to1(input[31:0] Out00, Out01, Out02, Out03, Out04, Out05, Out06, Out07, Out08, 
					Out09, Out10, Out11, Out12, Out13, Out14, Out15, input[3:0] Sel,input MemRd, output reg [31:0] MuxOut);
	always@(Out00, Out01, Out02, Out03, Out04, Out05, Out06, Out07, Out08, Out09, Out10, Out11, Out12, Out13, 
	Out14, Out15, Sel)
		begin
		if(MemRd == 1)
			begin
				case(Sel)
					4'b0000:MuxOut=Out00;
					4'b0001:MuxOut=Out01;
					4'b0010:MuxOut=Out02;
					4'b0011:MuxOut=Out03;
					4'b0100:MuxOut=Out04;
					4'b0101:MuxOut=Out05;
					4'b0110:MuxOut=Out06;
					4'b0111:MuxOut=Out07;
					4'b1000:MuxOut=Out08;
					4'b1001:MuxOut=Out09;
					4'b1010:MuxOut=Out10;
					4'b1011:MuxOut=Out11;
					4'b1100:MuxOut=Out12;
					4'b1101:MuxOut=Out13;
					4'b1110:MuxOut=Out14;
					4'b1111:MuxOut=Out15;
				endcase 
			end
		else
			MuxOut=32'b0;
		end
endmodule
module Decoder4to16(input[3:0]in, output reg [15:0]decOut);
always@(in)
begin
	case(in)
	4'd0:decOut=16'b0000_0000_0000_0001;
	4'd1:decOut=16'b0000_0000_0000_0010;
	4'd2:decOut=16'b0000_0000_0000_0100;
	4'd3:decOut=16'b0000_0000_0000_1000;
	4'd4:decOut=16'b0000_0000_0001_0000;
	4'd5:decOut=16'b0000_0000_0010_0000;
	4'd6:decOut=16'b0000_0000_0100_0000;
	4'd7:decOut=16'b0000_0000_1000_0000;
	4'd8:decOut=16'b0000_0001_0000_0000;
	4'd9:decOut=16'b0000_0010_0000_0000;
	4'd10:decOut=16'b0000_0100_0000_0000;
	4'd11:decOut=16'b0000_1000_0000_0000;
	4'd12:decOut=16'b0001_0000_0000_0000;
	4'd13:decOut=16'b0010_0000_0000_0000; 
	4'd14:decOut=16'b0100_0000_0000_0000;
	4'd15:decOut=16'b1000_0000_0000_0000;
	endcase
end
endmodule
module DM(input clk, input reset,input MemRd, input MemRdComp, input MemWr, input MemWrComp, input[31:0] in, input[31:0] addr, 
		input[31:0] addr_c, output reg [31:0] DM_out);
	wire[31:0] Out00, Out01, Out02, Out03, Out04, Out05, Out06, Out07, Out08, Out09, Out10, Out11, Out12, Out13,
	Out14, Out15;
	wire[15:0] decOut, decOut_c;
	Decoder4to16 dec1(addr[5:2],decOut);
	Decoder4to16 dec2(addr_c[5:2],decOut_c);
	Register_DM Reg00(clk, reset, decOut[0]&MemWr, decOut_c[0]&MemWrComp, 32'd12, in, Out00);
	Register_DM Reg01(clk, reset, decOut[1]&MemWr, decOut_c[1]&MemWrComp, 32'd32, in, Out01);
	Register_DM Reg02(clk, reset, decOut[2]&MemWr, decOut_c[2]&MemWrComp, 32'd4, in, Out02);
	Register_DM Reg03(clk, reset, decOut[3]&MemWr, decOut_c[3]&MemWrComp, 32'd5, in, Out03);
	Register_DM Reg04(clk, reset, decOut[4]&MemWr, decOut_c[4]&MemWrComp, 32'd45, in, Out04);
	Register_DM Reg05(clk, reset, decOut[5]&MemWr, decOut_c[5]&MemWrComp, 32'd12, in, Out05);
	Register_DM Reg06(clk, reset, decOut[6]&MemWr, decOut_c[6]&MemWrComp, 32'd42, in, Out06);
	Register_DM Reg07(clk, reset, decOut[7]&MemWr, decOut_c[7]&MemWrComp, 32'd13, in, Out07);
	Register_DM Reg08(clk, reset, decOut[8]&MemWr, decOut_c[8]&MemWrComp, 32'd34, in, Out08);
	Register_DM Reg09(clk, reset, decOut[9]&MemWr, decOut_c[9]&MemWrComp, 32'd9, in, Out09);
	Register_DM Reg10(clk, reset, decOut[10]&MemWr, decOut_c[10]&MemWrComp, 32'd23, in, Out10);
	Register_DM Reg11(clk, reset, decOut[11]&MemWr, decOut_c[11]&MemWrComp, 32'd76, in, Out11);
	Register_DM Reg12(clk, reset, decOut[12]&MemWr, decOut_c[12]&MemWrComp, 32'd17, in, Out12);
	Register_DM Reg13(clk, reset, decOut[13]&MemWr, decOut_c[13]&MemWrComp, 32'd13, in, Out13);
	Register_DM Reg14(clk, reset, decOut[14]&MemWr, decOut_c[14]&MemWrComp, 32'd33, in, Out14);
	Register_DM Reg15(clk, reset, decOut[15]&MemWr, decOut_c[15]&MemWrComp, 32'd21, in, Out15);
	Mux16to1 Mux1(Out00, Out01, Out02, Out03, Out04, Out05, Out06, Out07, Out08, Out09, Out10, Out11, 
	Out12, Out13, Out14, Out15, addr[5:2], MemRd | MemRdComp,DM_out);
endmodule
==> job_summary.md <==
### Metrics collected by this job

| Metric | Value |
|---|---|
| RSZ-0062 raised after global routing | `no` |
| Clock network fraction of design power | `a little over half` |
| Met1 WL | `around 33,000 um` |
| Critical-path cell list | `mux2i_1 > o22ai_1 > a2111oi_0 > a31oi_1 > clkdlybuf4s50_1` |
| Post-synth cell types | `around 50` |
| Hold Buf Count CTS | `0` |
| Y dimension of the die | `roughly 210 um` |
| Most popular library cell in the synthesized design by count | `sky130_fd_sc_hd__nand2_1` |
| Top cell family by delay on the critical path | `AND-OR/OR-AND gates` |
| Power density relative to cell area | `roughly 180 nW/um2` |
| Syn Area/Cell | `7.53 um2` |
| VDD IR-drop max | `roughly 0.15 mV` |
| Vias per Instance | `5.86` |
| Share of total power in sequential cells | `a little under two fifths` |
| Wire length after detailed routing | `~82,000 um` |
| Slack of the worst reg-to-reg path | `11.07 ns` |
| Aggregate global-route resource usage | `39.4%` |
| Util after Layout | `approximately 63%` |
| Cell types occupying the most area after synthesis | `sky130_fd_sc_hd__dfxtp_1 (46%), sky130_fd_sc_hd__nand2_1 (18%), sky130_fd_sc_hd__a21oi_1 (12%)` |
| Remaining DRCs | `0` |
| Internal power component | `approximately 3.2 mW` |
| Number of global-route vias before repair | `22,356` |
| Chip area | `between 40,000 and 50,000 um2` |
| CP Capture Type | `output port` |
| Synthesized registers | `about 500` |
| CTS tree | `built` |
| Instance count of the mapped netlist | `approximately 2,900` |
| Critical path launch point type | `flop` |
| Total I/O pin count | `134` |
| Clk latency of the worst-skew pair | `0.64 ns` |
| P_sw | `~1.4 mW` |
| Library cell used as clock root buffer | `sky130_fd_sc_hd__clkbuf_16` |
| Standard-cell rows | `about 75` |
| Die x size | `~210 um` |
| Maximum number of pins on one net before global-route repair | `158` |
| Pre-placement core utilization | `approximately half` |
| Stage-log warning count | `around 590` |
| Worst EP arrival | `around 8.4 ns` |
| Number of antenna violations at the first check in global routing | `4` |
| Clock tree buffer depth | `3` |
| Count of final hold-check violations | `0` |
| Area of the multi-input gates | `between 10,000 and 15,000 um2` |
| Total congestion overflow after global routing | `0` |
| Most area-hungry cell type in the Yosys netlist | `sky130_fd_sc_hd__dfxtp_1` |
| Total half-perimeter wirelength after legalization and detailed placement | `between 40,000 and 50,000 um` |
| Comb pwr share | `just under 8%` |
| Fraction of post-synthesis cell area in the top cell type by area | `approximately 46%` |
| Count of input and output buffers | `76` |
| Dominant flop cell | `sky130_fd_sc_hd__dfxtp_1` |
| Fraction of layout cells with a size suffix above 1 | `under 10%` |
| TritonCTS buffer count | `about 57` |
| Max-slew headroom at the worst pin | `a little over 30%` |
| Proportion of register bits with asynchronous set or reset after synthesis | `0%` |
| Area of all sequential standard cells | `approximately 9900 um2` |
| Top fanout value on the critical path | `2` |
| Required time reported for the critical path endpoint | `between 9 and 10 ns` |
| Count of instances resized after the clock tree is built | `0` |
| Cell count in the Yosys report | `2,864` |
| Worst-path clk slew | `~0.030 ns` |
| Crit path buf inv count | `1` |
| Run status | `finished clean` |
| Met2 Wirelength | `approximately 38,000 um` |
| Wire length of the first global-routing pass | `around 130,000 um` |
| Final estimated routing congestion in global placement | `between 0.8 and 0.9` |
| Wire length per cell after detailed routing | `between 20 and 25 um` |
| Path category of the worst min-delay check | `flop to flop` |
| Post-synth seq share | `a little under half` |
| Most common library cells after synthesis | `sky130_fd_sc_hd__nand2_1 (1,011), sky130_fd_sc_hd__a21oi_1 (511), sky130_fd_sc_hd__dfxtp_1 (496), sky130_fd_sc_hd__clkbuf_1 (182), sky130_fd_sc_hd__buf_2 (100)` |
| Pins Over Slew Limit | `0` |
| Count of library flops with an enable pin | `0` |
| CTS Sinks | `496` |
| Cell with the biggest individual delay on the critical path | `sky130_fd_sc_hd__a2111oi_0` |
| Worst Setup Path Type | `flop to output port` |
| Core ar. | `about 42,000 um2` |
| Delay of the slowest critical-path stage | `around 0.76 ns` |
| # setup viols final | `0` |
| # Max-Cap Violations | `0` |
| Area grow syn2layout | `22.6%` |
| Switching fraction of total power | `31.1%` |
| Max layer used | `met5` |
| Slew at the pin closest to its max-slew limit | `around 1.0 ns` |
| Leakage power of the design | `around 11 nW` |
| Number of buffers added for setup after CTS | `0` |
| Met3 wire length | `between 8000 and 9000 um` |
| Final setup skew | `0 ns` |
| Setup TNS after final layout | `0 ns` |
| Drt pass-1 iters | `8` |
| Post-synth design cell area | `21,600 um2` |
| Number of vias after detailed routing | `about 23,000` |
| Remaining antenna violation count after routing | `0` |
| Number of levels in the clock H-tree | `2` |
| Filler instances | `between 3,000 and 4,000` |
| Warnings, synthesis | `3` |
| Violation tally from detailed-route iteration zero | `approximately 2,200` |
| Chip area line of the yosys report | `about 22,000 um2` |
final timing paths:
path	cells past startpoint	to	start
setup / recovery	5	DM_out[26]	Reg15.D_26.D_out$_SDFFE_NP0P_
hold / removal	2	Reg00.D_16.D_out$_SDFFE_NP0P_	Reg00.D_16.D_out$_SDFFE_NP0P_
setup reg to reg	2	Reg13.D_31.D_out$_SDFFE_NP0P_	Reg13.D_31.D_out$_SDFFE_NP0P_
hold reg to reg	2	Reg00.D_16.D_out$_SDFFE_NP0P_	Reg00.D_16.D_out$_SDFFE_NP0P_
logic make-up after synthesis:
| family | after synthesis | synth area share (%) |
|---|---|---|
| AOI/OAI and AO/OA | 793 | 21.8 |
| buffers and inverters | 300 | 5.88 |
| DFF | 496 | 46.1 |
| muxes | 83 | 4.07 |
| and+or+nand+nor | 1192 | 22.2 |
worst min-delay path: cells and delay by family (launching register included):
kind / cells / cell delay [ns]
flip-flops: 1 / 0.29
AND/OR/NAND/NOR: 1 / 0.05
AND-OR/OR-AND: 1 / 0.05
layout make-up:
class | count | share of cell area [%]
tap | 539 | 2.55
clock inverter | 540 | 8.71
clock buffer | 59 | 5.59
inverter | 9 | 0.128
multi-input combinational | 2068 | 40.0
antenna | 3 | 0.0284
timing repair buffer | 152 | 5.44
sequential | 496 | 37.6
layout by cell type (no fill, tap or decap), types with 15 or more instances in the layout:
cell / instances
sky130_fd_sc_hd__o21ai_0: 36
sky130_fd_sc_hd__nand2_1: 1011
sky130_fd_sc_hd__inv_1: 519
sky130_fd_sc_hd__a22o_1: 17
sky130_fd_sc_hd__mux2i_1: 64
sky130_fd_sc_hd__buf_4: 69
sky130_fd_sc_hd__clkbuf_16: 59
sky130_fd_sc_hd__clkinvlp_2: 15
sky130_fd_sc_hd__dfxtp_1: 496
sky130_fd_sc_hd__nand3b_1: 42
sky130_fd_sc_hd__nor2_1: 80
sky130_fd_sc_hd__o22ai_4: 16
sky130_fd_sc_hd__o22ai_1: 20
sky130_fd_sc_hd__a22oi_1: 79
sky130_fd_sc_hd__mux2_2: 17
sky130_fd_sc_hd__a31oi_1: 23
sky130_fd_sc_hd__clkdlybuf4s50_1: 72
sky130_fd_sc_hd__o22a_1: 16
sky130_fd_sc_hd__a21oi_1: 511
power by group through the flow:
stage	clock network (mW)	logic (mW)	registers [mW]
after CTS	2.54	0.357	1.77
after global routing	2.77	0.387	1.77
final	2.49	0.366	1.77
stage by stage:
| stage | setup WS, ns | power (mW) | hold slack [ns] | cell area, um2 | std cells |
|---|---|---|---|---|---|
| finish | 0.947 | 4.63 | 0.443 | 26400 | 3866 |
| global route | 0.837 | 4.92 | 0.456 | 26400 | 3864 |
| CTS | 0.937 | 4.67 | 0.444 | 26400 | 3863 |
| detailed placement | 0.893 | 2.40 | 0.441 | 22700 | 3265 |
| global placement | 0.898 | 2.39 | 0.434 | 22700 | 3265 |
| floorplan | 2.30 | 2.25 | 0.427 | 21600 | 2864 |
layer usage:
| metal | global-route usage, % | vias up |
|---|---|---|
| li1 | - | 10524 |
| met1 | 51.9 | 10686 |
| met2 | 59.0 | 1208 |
| met5 | 0 | - |
| met4 | 18.9 | 2 |
| met3 | 14.3 | 244 |
Power and IR drop assume default switching activity.
